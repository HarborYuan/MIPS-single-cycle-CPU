===== ./config.mk =====
export PLATFORM = sky130hd
export DESIGN_NAME = flopr
export DESIGN_NICKNAME = flopr
export VERILOG_FILES = /design/flow/design.v
export SDC_FILE = /design/flow/constraint.sdc
export NUM_CORES = 4
export LEC_CHECK = 1
export CORE_AREA = 10 10 95 95
export DIE_AREA = 0 0 105 105

===== ./design.v =====
module flopr(clk, rst, d, q);
    parameter width=32;
    input clk;
    input rst;
    input [width-1:0] d;
    output reg [width-1:0] q;
    always @(negedge clk)
        if (~rst)
            q <= d;
        else
            q <= 0;
endmodule

===== ./constraint.sdc =====
current_design flopr

set clk_period 1.0
set clk_io_pct 0.2

create_clock -name clk0 -period $clk_period [get_ports {clk}]

set non_clock_inputs [all_inputs -no_clocks]
set_input_delay [expr $clk_period * $clk_io_pct] -clock clk0 $non_clock_inputs
set_output_delay [expr $clk_period * $clk_io_pct] -clock clk0 [all_outputs]

===== ./run.sh =====
#!/bin/bash
# OpenROAD 26Q1-2900-gdf79404cd8, Yosys 0.63+post, stock flow scripts
make -C /OpenROAD-flow-scripts/flow DESIGN_CONFIG=/design/flow/config.mk WORK_HOME=/design/flow/orfs finish

==> results.txt <==
run metrics: RSZ-0062 raised after global routing true, detailed-route via count 812, CTS buffer count 5, Hold Crit Start d[21], Switching Fraction 0.277, maximum fanout along the worst path 1, largest net degree at the start of global routing 17, max cap viols 0, # DRC 0, Netlist Area Pre-Place 867 sq um, post-synthesis adder-cell area fraction 0, FF/Latch Area 643 sq um, most used routing layer met2, Rel. slew slack 0.894, met1 Resource Use GR 0.0463, Mapped Cells 68, hold endpoint q[21], grt met2 use 0.0738, status finished, violations left, largest family of logic cells by area simple AND/OR/NAND/NOR gates, PD cells 1720 nW/um^2, hpwl dp 2150 microns, CP delay by family, top flip-flops, Warnings, synthesis 1, Fin. Hold Viols 0, IO Port Bufs 65, setup ws final -0.438 ns, GRT Util Overall 0.0499, failing checks negative setup slack, AND-OR/OR-AND share of the synthesized area 0, floorplan utilization 0.126, fin util 0.254, Comb area 235 sq um, final setup fails 32, Top reg by flops q, Clock Tree Root clkbuf_8, Top cells excl fill/tap inv_1, buf_2, dfxtp_1, Mean Syn Cell Area 12.8 sq um, ys cells 68, Flop pwr share 0.452, Largest register FFs 32, core area 6910 sq um, die width 105 microns, synthesized flop and latch total 32, Pins Over Slew Limit 0, CP max stage delay 0.29 ns, startpoint types register, Clk pwr share 0.458, clock slew at reported path FFs 0.03 ns, Ant. Diodes 0, post-route cell area 1760 sq um, Crit-path slowest cell dfxtp_1, Routed Antenna Nets 0, number of buffer and inverter stages on the critical path 1, io pins 66, drt first pass iters 3, critical path type register to output pin, Req. time, crit path 0.80 ns, Bufs on Longest Clock Path 2, Pint 2.19 mW, Layout fillers 760, Synth mux share 0, Top Registers q (32), Post-synth seq share 0.739, Lkg Pwr 0.956 nW, Crit path arrival time 1.24 ns, Chip Area 11000 sq um, clk sinks 32, Placed Area 1640 sq um, DR iter-0 viols 7, post-synthesis cell type count 4, XOR/XNOR Area Share 0, simple-gate share of the synthesized area 0.231, die height 105 microns, GRT met3 Usage 0.0404, cts hold-fix bufs 0, Comb pwr share 0.090, GRT overflow 0, first-pass GRT wire length 4440 microns, synthesis-to-finish area growth 103%, Routed wire per std cell 11.1 microns, Yosys chip area 867 sq um, hold depth 2, vias in the first global route 940, VDD IR max 0.000405 V, WL final 2940 microns, Final Power 3.03 mW, initial antenna violation count 0, NetSw 0.838 mW, via/cell ratio 3.05, Hold WC Path Type input port to register, worst-margin pin slew 0.159 ns, CTS tree yes, FP Rows 30, Final Wtd Congestion 0.646, Log Warnings 59, pre-CTS setup slack -0.613 ns, fraction of layout cells with a size suffix above 1 0.294, Setup Fix Bufs, Post-CTS 0, CP Cell Sequence buf_2, htree depth 2, critical path endpoint category output pin
-- cells in the mapped netlist --
library cell  instances  area, sq um
nor2b_1              32          200
inv_1                 1         3.75
buf_4                 3         22.5
dfxtp_1              32          641
-- cell type report --
class / count / area share
flip-flops and latches: 32 / 0.366
repair buffers: 67 / 0.318
multi-input cells: 32 / 0.134
clock inverters: 34 / 0.0741
well taps: 96 / 0.0684
clock buffers: 5 / 0.0392
-- power by group through the flow --
stage	Clock, mW	Combinational [mW]	Sequential [mW]
final	1.39	0.273	1.37
after global routing	1.67	0.303	1.37
after CTS	1.51	0.278	1.37
-- how the worst max path moves through the flow --
stage           end  slack, ns  startpoint  cells after the start
CTS           q[17]      -0.46       q[17]                      1
global route   q[0]      -0.49        q[0]                      1
finish        q[23]      -0.44       q[23]                      1
-- kinds of logic after synthesis --
kind of cell           Yosys count
and+or+nand+nor                 32
buffers and inverters            4
DFF                             32
-- stage by stage --
| stage | hold WS [ns] | TNS, ns | std cells |
|---|---|---|---|
| 2_1_floorplan | 0.772 | 0 | 68 |
| 3_3_place_gp | 1.26 | -33.48 | 227 |
| 3_5_place_dp | 1.26 | -33.83 | 227 |
| 4_1_cts | 0.713 | -14.23 | 266 |
| 5_1_grt | 0.588 | -15.00 | 266 |
| 6_report | 0.590 | -13.60 | 266 |
-- timing repair --
item                       4_1_cts  5_1_grt
setup endpoints to repair       64       40
gates resized                  106       18
gates cloned                     1        0
-- metal layers --
| layer | up-vias | routed length, microns |
|---|---|---|
| met1 | 343 | 1180 |
| met5 | - | 0 |
| met4 | 0 | 104 |
| li1 | 403 | - |
| met3 | 10 | 388 |
| met2 | 56 | 1270 |
Power and IR drop assume default switching activity.
